### design.v
`timescale 1ns / 1ps
module convModV3( 
			last_result,
			data00, data01, data02, data03, 
			data10, data11, data12, data13, 
			data20, data21, data22, data23, 
			data30, data31, data32, data33,
			kernel00, kernel01, kernel02, kernel03, 
			kernel10, kernel11, kernel12, kernel13, 
			kernel20, kernel21, kernel22, kernel23, 
			kernel30, kernel31, kernel32, kernel33,
			out_result
    );
	parameter lenOfInput=8;     
    parameter lenOfOutput=25;   
	input signed [lenOfOutput-1:0] last_result;
	input signed [lenOfInput-1:0] data00, data01, data02, data03, 
			data10, data11, data12, data13, 
			data20, data21, data22, data23, 
			data30, data31, data32, data33;
	input signed [lenOfInput-1:0] kernel00, kernel01, kernel02, kernel03, 
			kernel10, kernel11, kernel12, kernel13, 
			kernel20, kernel21, kernel22, kernel23, 
			kernel30, kernel31, kernel32, kernel33;
	output signed [lenOfOutput-1:0] out_result;
	wire signed [lenOfOutput-1:0] tag00, tag01, tag10, tag11, tag20, tag21, tag30, tag31, row0, row1, row2, row3;
	reg signed [lenOfOutput-1:0] result;
	assign tag00=data00*kernel00+data01*kernel01;
	assign tag01=data02*kernel02+data03*kernel03;
	assign row0=tag00+tag01;
	assign tag10=data10*kernel10+data11*kernel11;
	assign tag11=data12*kernel12+data13*kernel13;
	assign row1=tag10+tag11;
	assign tag20=data20*kernel20+data21*kernel21;
	assign tag21=data22*kernel22+data23*kernel23;
	assign row2=tag20+tag21;
	assign tag30=data30*kernel30+data31*kernel31;
	assign tag31=data32*kernel32+data33*kernel33;
	assign row3=tag30+tag31;
	assign out_result=row0+row1+row2+row3+last_result;
endmodule
`timescale 1ns / 1ps
module topModuleV4(     
    in_start_conv, clk, 			 
	in_cfg_ci, in_cfg_co, 			 
	in_wdata0, in_wdata1, in_wdata2, in_wdata3, in_wdata4, in_wdata5, in_wdata6, in_wdata7,   
	in_fdata0, in_fdata1, in_fdata2, in_fdata3, in_fdata4, in_fdata5, in_fdata6, in_fdata7,  
	out_data0, out_data1,			 
	out_readw_ctl,out_readi_ctl,	 
	out_write_ctl,					 
	out_end_conv					 
);
    parameter lenOfInput=8;    		 
    parameter lenOfOutput=25;  		 
    parameter numOfPerKnl=16; 		 
	parameter numOfPerOutRow=61; 	 
	input clk, in_start_conv;
	input [2:0] in_cfg_ci;  		 
	input [2:0] in_cfg_co;      	 
    input signed [lenOfInput-1:0] in_wdata0, in_wdata1, in_wdata2, in_wdata3, in_wdata4, in_wdata5, in_wdata6, in_wdata7;
	input signed [lenOfInput-1:0] in_fdata0, in_fdata1, in_fdata2, in_fdata3, in_fdata4, in_fdata5, in_fdata6, in_fdata7;
    output signed [lenOfOutput-1:0] out_data0, out_data1;
	output out_readw_ctl,out_readi_ctl;		 
    output out_write_ctl; 			 
	output out_end_conv;   			 
	reg signed [lenOfOutput-1:0] reg_out_data0, reg_out_data1;
	assign out_data0=reg_out_data0;
	assign out_data1=reg_out_data1;
	reg reg_out_readw_ctl;
	assign out_readw_ctl=reg_out_readw_ctl;
	reg reg_out_readi_ctl;
	assign out_readi_ctl=reg_out_readi_ctl;
	reg reg_out_write_ctl;
	assign out_write_ctl=reg_out_write_ctl;
	reg reg_out_end_conv;
	assign out_end_conv=reg_out_end_conv;
    reg signed [lenOfInput-1:0] kernel00, kernel01, kernel02, kernel03, 
			kernel10, kernel11, kernel12, kernel13, 
			kernel20, kernel21, kernel22, kernel23, 
			kernel30, kernel31, kernel32, kernel33;
	reg signed [lenOfInput-1:0] data00, data01, data02, data03, 
			data10, data11, data12, data13, 
			data20, data21, data22, data23, 
			data30, data31, data32, data33;
	reg signed [lenOfInput-1:0] tmpData0,tmpData1,tmpData2,tmpData3;
	reg signed [lenOfOutput-1:0] reg_last_result0,reg_last_result1;
	wire signed [lenOfOutput-1:0] convOut0,convOut1;  
	convModV3 conv0( reg_last_result0, tmpData0, data00, data01, data02, tmpData1, data10, data11, data12, tmpData2, data20, data21, data22, tmpData3, data30, data31, data32, kernel00, kernel01, kernel02, kernel03, kernel10, kernel11, kernel12, kernel13, kernel20, kernel21, kernel22, kernel23, kernel30, kernel31,kernel32, kernel33, 	convOut0 );
	convModV3 conv1( reg_last_result1, data00, data01, data02, data03, data10, data11, data12, data13, data20, data21, data22, data23, data30, data31, data32, data33,	kernel00, kernel01, kernel02, kernel03, kernel10, kernel11, kernel12, kernel13, kernel20, kernel21, kernel22, kernel23, kernel30, kernel31, kernel32, kernel33,   convOut1 );
	integer numOfKernels;
	integer numOfChannels;
	reg signed [lenOfOutput-1:0] convResults [numOfPerOutRow-1:0];
	integer i_conv;
	integer kernelCounter; 	 
	integer channelCounter; 	 
	integer rowCounter;		 
	integer cycleCounter;  
	integer temp;  
	reg reset_memory;
    always @(posedge clk) begin
		if(reset_memory==1) begin	 
			for(i_conv=0;i_conv<numOfPerOutRow;i_conv=i_conv+1) begin
				convResults[i_conv]<=0;
			end
			reset_memory<=0;
		end
		if(in_start_conv==0) begin	 
			case(in_cfg_ci)  
				'b00: numOfChannels<=8;
				'b01: numOfChannels<=16;
				'b10: numOfChannels<=24;
				'b11: numOfChannels<=32;
			endcase
			case(in_cfg_co)  
				'b00: numOfKernels<=8;
				'b01: numOfKernels<=16;
				'b10: numOfKernels<=24;
				'b11: numOfKernels<=32;
			endcase
			reg_out_readw_ctl<=1;
			reg_out_readi_ctl<=1;
			reset_memory<=0;
			kernelCounter<=0;
			channelCounter<=0;
			rowCounter<=0;
			cycleCounter<=0;
			temp<=0;
		end
		else if(in_start_conv==1) begin					 
			if(cycleCounter==0) begin			 
				if(reg_out_readw_ctl==1) begin	
					kernel00<=in_wdata0;
					kernel01<=in_wdata1;
					kernel02<=in_wdata2;
					kernel03<=in_wdata3;
					kernel10<=in_wdata4;
					kernel11<=in_wdata5;
					kernel12<=in_wdata6;
					kernel13<=in_wdata7;
				end
				if(reg_out_readi_ctl==1) begin
					data00<=in_fdata0;
					data10<=in_fdata1;
					data20<=in_fdata2;
					data30<=in_fdata3;
					data01<=in_fdata4;
					data11<=in_fdata5;
					data21<=in_fdata6;
					data31<=in_fdata7;
				end
			end
			else if(cycleCounter==1) begin		 
				if(reg_out_readw_ctl==1) begin
					kernel20<=in_wdata0;
					kernel21<=in_wdata1;
					kernel22<=in_wdata2;
					kernel23<=in_wdata3;
					kernel30<=in_wdata4;
					kernel31<=in_wdata5;
					kernel32<=in_wdata6;
					kernel33<=in_wdata7;
					reg_out_readw_ctl<=0;		 
				end
				if(reg_out_readi_ctl==1) begin
					data02<=in_fdata0;
					data12<=in_fdata1;
					data22<=in_fdata2;
					data32<=in_fdata3;
					data03<=in_fdata4;
					data13<=in_fdata5;
					data23<=in_fdata6;
					data33<=in_fdata7;
					reg_last_result1<=convResults[temp];
				end
			end
			else if(cycleCounter==2) begin  	 
				convResults[temp] <= convOut1;
				temp<=temp+1;
				tmpData0<=data01;
				tmpData1<=data11;
				tmpData2<=data21;
				tmpData3<=data31;
				data00<=data02;
				data10<=data12;
				data20<=data22;
				data30<=data32;
				data01<=data03;
				data11<=data13;
				data21<=data23;
				data31<=data33;
				data02<=in_fdata0;
				data12<=in_fdata1;
				data22<=in_fdata2;
				data32<=in_fdata3;
				data03<=in_fdata4;
				data13<=in_fdata5;
				data23<=in_fdata6;
				data33<=in_fdata7;
				reg_last_result0<=convResults[temp+1];
				reg_last_result1<=convResults[temp+2];
			end
			else if(cycleCounter>=3 && cycleCounter<=31) begin		 
				convResults[temp] <= convOut0; 		 
				convResults[temp+1] <= convOut1;	 
				temp<=temp+2;
				tmpData0<=data01;
				tmpData1<=data11;
				tmpData2<=data21;
				tmpData3<=data31;
				data00<=data02;
				data10<=data12;
				data20<=data22;
				data30<=data32;
				data01<=data03;
				data11<=data13;
				data21<=data23;
				data31<=data33;
				data02<=in_fdata0;
				data12<=in_fdata1;
				data22<=in_fdata2;
				data32<=in_fdata3;
				data03<=in_fdata4;
				data13<=in_fdata5;
				data23<=in_fdata6;
				data33<=in_fdata7;
				reg_last_result0<=convResults[temp+2];
				reg_last_result1<=convResults[temp+3];
				if(cycleCounter==31)reg_out_readi_ctl<=0;	 
			end 
			else if(cycleCounter==32) begin 	 
				convResults[temp] <= convOut0;
				convResults[temp+1] <= convOut1;
				temp<=temp+2;
			end
			else if(cycleCounter==33)
				reg_out_readi_ctl<=1;	 
			if(cycleCounter!=33)
				cycleCounter<=cycleCounter+1;
			else begin										 
				cycleCounter<=0;
				temp<=0;
				reg_out_readw_ctl<=1;						 
				if(channelCounter!=numOfChannels-1)
					channelCounter<=channelCounter+1;
				else begin									 
					channelCounter<=0;
					reset_memory<=1;						 
					if(rowCounter!=60)
						rowCounter<=rowCounter+1;
					else begin 									 
						rowCounter<=0;							
						if(kernelCounter!=numOfKernels-1)
							kernelCounter<=kernelCounter+1;	
					end
				end
			end
		end
    end
	always @( posedge clk ) begin
		if(in_start_conv==0) begin	 
			reg_out_write_ctl<=0;
			reg_out_end_conv<=0;
		end
		if(channelCounter==numOfChannels-1) begin
			if(cycleCounter==2)	begin
				reg_out_write_ctl<= 1;				 
				reg_out_data0<= convOut1<0?0:convOut1;
				reg_out_data1<=-1;
			end
			else if(cycleCounter>=3 && cycleCounter<=31) begin
				reg_out_data0<= convOut0<0?0:convOut0;
				reg_out_data1<= convOut1<0?0:convOut1;
			end
			else if(cycleCounter==32) begin
				reg_out_data0<= convOut0<0?0:convOut0;
				reg_out_data1<= convOut1<0?0:convOut1;
			end
			else if(cycleCounter==33) begin
				reg_out_write_ctl<=0;				 
				if(kernelCounter==numOfKernels-1 && rowCounter==60)	 
					reg_out_end_conv<=1;
			end
		end
	end
endmodule
### config.mk
export PLATFORM = sky130hd
export DESIGN_NAME = topModuleV4
export DESIGN_NICKNAME = topModuleV4
export VERILOG_FILES = /design/flow/design.v
export SDC_FILE = /design/flow/constraint.sdc
export NUM_CORES = 4
export LEC_CHECK = 1
export CORE_UTILIZATION = 50
### constraint.sdc
current_design topModuleV4

set clk_period 45.3
set clk_io_pct 0.2

create_clock -name clk0 -period $clk_period [get_ports {clk}]

set non_clock_inputs [all_inputs -no_clocks]
set_input_delay [expr $clk_period * $clk_io_pct] -clock clk0 $non_clock_inputs
set_output_delay [expr $clk_period * $clk_io_pct] -clock clk0 [all_outputs]
### run.sh
#!/bin/bash
# OpenROAD 26Q1-2900-gdf79404cd8, Yosys 0.63+post, stock flow scripts
make -C /OpenROAD-flow-scripts/flow DESIGN_CONFIG=/design/flow/config.mk WORK_HOME=/design/flow/orfs finish
==> impl_metrics.py <==
# Synthesis and PnR figures
metrics = {
    "sta": {
        "period_used_share": 0.3024,
        "report.final.slew_viol_count": 0,
        "tns_ns": 0,
        "setup_viol_count_final": 0,
        "maxClockFrequency_ghz": 0.07300,
        "hold_viol_final": 0,
        "worst_pin_slew_ns": 1.358,
        "period_needed_ns": 13.70,
        "rsz0062_at_grt": "no",
        "skew_ns": 0.1002,
        "relSlewSlack": 0.08287,
    },
    "grt": {
        "grt_usage": 0.4170,
        "grt_max_degree": 115,
        "grt_pass1_vias": 158940,
        "antenna_found_initial": 60,
        "overflow": 0,
        "grt_pass1_wl_um": 1110000,
    },
    "synth": {
        "ys_seq_frac": 0.3078,
        "ys.flops": 2138,
        "netlist_area_mm2": 0.2037,
        "top_logic_kind": "adder cells",
        "ys_cells": 19433,
        "yosys.area_share.simple": 0.1287,
        "synth-edff-count": 1987,
        "synth_area_per_cell_um2": 10.48,
        "mux_area_frac": 0.06469,
        "synth.cellmix.compoundShare": 0.09634,
        "xor_share": 0.03112,
        "synth_cells": 19433,
        "async_flop_share": 0,
        "yosys_most_used_dff": "edfxtp_1",
        "yosysWarnings": 1,
        "synth_cell_types": 89,
        "ys_sh_adder": 0.2906,
        "yosysChipArea_mm2": 0.2037,
    },
    "drt": {
        "vias": 151396,
        "ant_nets": 0,
        "drc": 0,
        "dr.first_iter.drc_count": 11667,
        "wl_per_cell_um": 30.96,
        "drt_wl_total_um": 769300,
        "first_pass_iters": 6,
        "viasPerCell": 6.092,
    },
    "finish": {
        "fillers": 35205,
        "syn2layout_area_growth_pct": 8.669,
        "final_area_mm2": 0.2214,
        "layout_top_cell": "inv_1",
        "drive_gt1_frac": 0.09124,
        "instances_no_fill": 24852,
        "layout_top_cells": "inv_1, nand2_1, fa_1",
    },
    "run_status": {
        "status": "complete, no violations",
    },
    "clock_tree": {
        "cts_setup_buffers": 0,
        "htreeDepth": 5,
        "numCtsBuffers": 267,
        "clk_path_buf_depth": 4,
        "clk_latency_ns": 0.98,
        "root_buffer": "clkbuf_16",
        "cts_tree": "built",
        "worst_setup_hold_path_clk_slew_ns": 0.06,
        "cts_sinks": 2138,
        "postCtsHoldBufs": 0,
        "cts.repair.resized": 0,
    },
    "floorplan": {
        "die_height_um": 640.3,
        "rows": 234,
        "pin_count": 190,
        "fp-utilization": 0.5020,
        "die-area_mm2": 0.4100,
        "core_area_mm2": 0.4058,
        "die_w_um": 640.3,
    },
    "job": {
        "tool_warnings": 38,
        "drv_cap": 0,
    },
    "placement": {
        "place.gp.congestion": 1.053,
        "place.port_buffers": 188,
        "dp_hpwl_um": 553100,
        "dp_cells": 24336,
        "place_area_mm2": 0.2127,
    },
    "critical_path": {
        "crit_path_max_incr_delay_ns": 0.93,
        "crit_path_start_kind": "register",
        "slowest_stage": "fa_1",
        "path_common_cell": "fa_1",
        "setup.worst_path.end_class": "register",
        "critPathKind": "reg2reg",
        "cp.required_ns": 45.93,
        "crit_path_max_fanout": 32,
        "cp.arrival_ns": 14.33,
        "rr_worst_depth": 36,
    },
    "worst_hold_path": {
        "min_path_type": "reg2reg",
        "hold_path_depth": 2,
    },
}
-- metrics by stage --
step	hold slack (ns)	setup slack (ns)	util
after floorplan	0.4144	28.43	-
after global placement	0.4319	31.69	0.5242
after detailed placement	0.4345	31.69	0.5242
after CTS	0.4485	31.58	0.5452
after global routing	0.4821	31.01	0.5454
final	0.4476	31.60	0.5455
-- critical path: cells and delay by family (launching register included) --
kind            cells  cell delay (ns)
compound gates     11             2.15
xor+xnor            3             1.26
fa+ha+maj          12             6.46
buf+inv             4             0.82
flops               1             0.63
mux                 1             0.89
simple gates        5             0.99
-- flip-flops by register name, summed over array words and instances (netlist names), 24 cells and up, named ones only --
register and count:
convResults 1600, channelCounter 32, cycleCounter 32, kernelCounter 32, rowCounter 32, reg_last_result0 25, reg_last_result1 25, reg_out_data1 25
reg_out_data0 24
-- cells by family after synthesis --
kind of cell / after synthesis
flip-flops: 2138
multiplexers: 652
adder cells (fa/ha/maj): 3335
AND/OR/NAND/NOR: 5412
other: 1
buffers and inverters: 4302
XOR/XNOR: 722
AND-OR/OR-AND: 2871
-- cell type report --
class	count	area, um2	area share
Multi-Input combinational cell	12993	125400	0.5667
Sequential cell	2138	62700	0.2832
Inverter	2956	11100	0.05013
Clock buffer	332	7094	0.03205
Tap cell	5428	6792	0.03068
Timing Repair Buffer	821	6691	0.03023
Clock inverter	138	1423	0.006427
Antenna cell	46	115.1	0.0005200
-- final timing paths --
| check | start | slack (ns) | endpoint |
|---|---|---|---|
| worst max-delay path | kernel10[2] | 31.60 | convResults[38][24] |
| worst min-delay path | numOfKernels[2] | 0.45 | numOfKernels[2] |
| worst max register to register | kernel10[2] | 31.60 | convResults[38][24] |
| worst min register to register | numOfKernels[2] | 0.45 | numOfKernels[2] |
-- synth_stat cells (all sizes together), types with 6 or more instances --
| library cell | count | area [um2] |
|---|---|---|
| inv | 2954 | 11090 |
| nand2 | 2689 | 10100 |
| fa | 2328 | 46600 |
| edfxtp | 1987 | 59670 |
| o22ai | 1539 | 9941 |
| and2 | 1201 | 7513 |
| clkbuf | 1095 | 4114 |
| ha | 1007 | 12600 |
| xnor2 | 564 | 4947 |
| mux4 | 525 | 11820 |
| and3 | 439 | 2746 |
| a311oi | 394 | 3451 |
| nor2 | 379 | 1423 |
| a21oi | 261 | 1310 |
| buf | 251 | 1244 |
| nand2b | 220 | 1376 |
| o21ai | 176 | 880.8 |
| xor2 | 158 | 1391 |
| dfxtp | 151 | 3023 |
| o21a | 129 | 968.4 |
| nand3 | 97 | 485.5 |
| o41ai | 91 | 804.5 |
| nor2b | 86 | 538.0 |
| o21bai | 85 | 638.1 |
| a21o | 78 | 585.6 |
| nor3 | 78 | 432.9 |
| mux2i | 71 | 723.2 |
| nand3b | 62 | 465.5 |
| mux2 | 56 | 630.6 |
| nor4 | 55 | 409.2 |
| nand4 | 40 | 256.5 |
| or3 | 30 | 187.7 |
| o2111ai | 26 | 227.7 |
| o41a | 15 | 168.9 |
| a21boi | 14 | 105.1 |
| o211ai | 12 | 90.09 |
| or2 | 11 | 68.82 |
| a31oi | 9 | 62.56 |
| and4 | 9 | 78.83 |
| a211o | 8 | 70.07 |
| a211oi | 7 | 65.06 |
| nor3b | 6 | 45.04 |
-- layer usage --
layer  track usage  wire length [um]
met1        0.5108            251800
met3        0.2420            111500
met5       0.03864              1287
met2        0.5719            335100
met4        0.2781             69660
