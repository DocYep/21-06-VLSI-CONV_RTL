**/design/flow/design.v**
```verilog
`timescale 1ns / 1ps
module convMod( data00, data01, data02, data03, 
			data10, data11, data12, data13, 
			data20, data21, data22, data23, 
			data30, data31, data32, data33,
			kernel00, kernel01, kernel02, kernel03, 
			kernel10, kernel11, kernel12, kernel13, 
			kernel20, kernel21, kernel22, kernel23, 
			kernel30, kernel31, kernel32, kernel33,
			out_result
    );
	parameter lenOfInput=8;     
    parameter lenOfOutput=25;   
	input signed [lenOfInput-1:0] data00, data01, data02, data03, 
			data10, data11, data12, data13, 
			data20, data21, data22, data23, 
			data30, data31, data32, data33;
	input signed [lenOfInput-1:0] kernel00, kernel01, kernel02, kernel03, 
			kernel10, kernel11, kernel12, kernel13, 
			kernel20, kernel21, kernel22, kernel23, 
			kernel30, kernel31, kernel32, kernel33;
	output signed [lenOfOutput-1:0] out_result;
	wire signed [lenOfOutput-1:0] tag00, tag01, tag10, tag11, tag20, tag21, tag30, tag31, row0, row1, row2, row3;
	reg signed [lenOfOutput-1:0] result;
	assign tag00=data00*kernel00+data01*kernel01;
	assign tag01=data02*kernel02+data03*kernel03;
	assign row0=tag00+tag01;
	assign tag10=data10*kernel10+data11*kernel11;
	assign tag11=data12*kernel12+data13*kernel13;
	assign row1=tag10+tag11;
	assign tag20=data20*kernel20+data21*kernel21;
	assign tag21=data22*kernel22+data23*kernel23;
	assign row2=tag20+tag21;
	assign tag30=data30*kernel30+data31*kernel31;
	assign tag31=data32*kernel32+data33*kernel33;
	assign row3=tag30+tag31;
	assign out_result=row0+row1+row2+row3;
endmodule
```
**/design/flow/constraint.sdc**
```tcl
current_design convMod

set clk_period 16.6
set clk_io_pct 0.2

create_clock -name clk0 -period $clk_period

set non_clock_inputs [all_inputs -no_clocks]
set_input_delay [expr $clk_period * $clk_io_pct] -clock clk0 $non_clock_inputs
set_output_delay [expr $clk_period * $clk_io_pct] -clock clk0 [all_outputs]
```
**/design/flow/config.mk**
```make
export PLATFORM = sky130hd
export DESIGN_NAME = convMod
export DESIGN_NICKNAME = convMod
export VERILOG_FILES = /design/flow/design.v
export SDC_FILE = /design/flow/constraint.sdc
export NUM_CORES = 4
export LEC_CHECK = 1
export CORE_UTILIZATION = 40
```
**/design/flow/run.sh**
```bash
#!/bin/bash
# OpenROAD 26Q1-2900-gdf79404cd8, Yosys 0.63+post, stock flow scripts
make -C /OpenROAD-flow-scripts/flow DESIGN_CONFIG=/design/flow/config.mk WORK_HOME=/design/flow/orfs finish
```
==> results.py <==
# Flow results
metrics = {
    "yosys": {
        "syn_inst": 4609,
        "yosys-top-cells-area": "fa_1 (63%), inv_1 (14%), ha_1 (9.2%), and2_1 (7.0%), nand2_1 (3.2%)",
        "synthAdderAreaFrac_pct": 72.6,
        "xor_share_pct": 0.730,
        "ys_warn_count": 0,
        "ys_cells": 4609,
        "seq_area_frac_synth_pct": 0,
        "synth_top_cell_by_area": "fa_1",
        "yosys_area_um2": 45600,
        "yosys.area_share.simple_pct": 12.0,
        "synthTopLogicFamily": "adder cells",
        "mux_area_share_pct": 0,
        "synth_area_per_cell_um2": 9.90,
        "ys_sh_aoi_pct": 0.694,
        "synth_cell_types": 27,
        "syn_area_um2": 45600,
        "top_area_share_pct": 63.4,
    },
    "floorplan": {
        "die_area_um2": 115000,
        "die_x_um": 340,
        "rows": 123,
        "fp-utilization_pct": 40.4,
        "die_h_um": 340,
        "pin_count": 281,
        "coreArea_um2": 113000,
    },
    "worst_setup_path": {
        "cpMostUsedCell": "fa_1",
        "worst-endpoint-arrival_ps": 12920,
        "timing_worst_setup_path_type": "input port to primary output",
        "crit_required_ps": 13280,
        "critPathSlowestCell": "fa_1",
        "cp_max_fo": 8,
        "slowest_delay_ps": 680,
        "crit_path_start_kind": "input port",
        "worst_setup_path_end_kind": "primary output",
    },
    "global_route": {
        "first_global_vias": 34300,
        "grt.total_usage_pct": 25.2,
        "overflow": 0,
        "grt_max_degree": 10,
        "antenna_found_initial": 15,
        "grt_pass1_wl_um": 201000,
    },
    "routing": {
        "ant_nets": 0,
        "viasPerCell": 4.54,
        "route.detailed.drc": 0,
        "vias": 29400,
        "wl_um": 127000,
        "drt_first_pass_iters": 5,
        "drt_iter0_drc": 780,
        "routedWlPerCell_um": 19.7,
    },
    "outcome": {
        "status": "finished, final reports clean",
    },
    "final_timing": {
        "tightest_slew_ps": 549,
        "fin_crit_ps": 16240,
        "worst_slack_ps": 355,
        "rsz0062_at_grt": "false",
        "hold_violations": 0,
        "min_period_over_period_pct": 97.9,
        "fmax_mhz": 61.6,
        "slew_headroom_pct": 63.4,
        "worst_hold_slack_ps": 8070,
        "finalSetupViolCount": 0,
        "drv_slew": 0,
    },
    "cells_and_area": {
        "regArea_um2": 0,
        "areaGrowthSynthToFinish_pct": 12.1,
        "fin_util_pct": 45.3,
        "drive_above_1_share_pct": 2.28,
        "flop-count": 0,
        "mostFrequentLayoutCells": "inv_1 (1689), fa_1 (1438), and2_1 (514)",
        "clkbuf_count": 0,
        "layout.cells.most_common": "inv_1",
    },
    "worst_hold_path": {
        "holdCritPathClass": "input port to primary output",
        "min_path_cells": 4,
    },
    "placed_design": {
        "portBuffers": 281,
        "preCtsSetupSlack_ps": -21.6,
        "place.gp.congestion": 1.00,
        "hpwl_um": 122000,
    },
    "clock_network": {
        "postCtsHoldBufs": 0,
    },
    "job": {
        "cap_violations": 0,
        "warnings": 35,
    },
}
## synth_stat cells (all sizes together)
master,count
a2111oi,1
a211o,1
a21o,5
a21oi,17
a31o,1
and2,514
buf,5
clkbuf,4
fa,1444
ha,335
inv,1694
nand2,391
nand2b,60
nand3,2
nand3b,1
nor2,21
nor2b,46
nor3,1
o2111ai,1
o21a,4
o21ai,17
o21bai,4
o31ai,1
or2,1
xnor2,30
xor2,8
## final timing paths
kind               startpoint              to  slack, ps
setup / recovery  kernel13[3]  out_result[20]        360
hold / removal      data00[0]   out_result[0]       8070
## area by class of cell
| class | count | area (um^2) |
|---|---|---|
| diodes | 3 | 7.51 |
| multi-input cells | 2906 | 39300 |
| fillers | 10800 | 61700 |
| inverters | 1694 | 6360 |
| well taps | 1500 | 1880 |
| repair buffers | 367 | 3610 |
## worst max-delay path: cells and delay by family
family / cells / cell delay (ps)
adder cells (fa/ha/maj): 13 / 6340
buffers and inverters: 11 / 2030
AND-OR/OR-AND: 3 / 720
AND/OR/NAND/NOR: 2 / 320
XOR/XNOR: 1 / 150
## per-stage QoR
stage	cells	TNS [ps]	area (um^2)
6_report	6470	0	51100
5_1_grt	6470	0	51100
4_1_cts	6466	0	50900
3_5_place_dp	6466	-80.8	50900
3_3_place_gp	6466	0	50900
2_1_floorplan	4609	0	45600
## per-layer routing
metal  vias to the layer above  share of wire [%]  GRT usage [%]
met1                     15200                 39           35.6
li1                      13300                  -              -
met4                        24                1.1           2.02
met5                         -               0.20              0
met2                       794                 49           40.1
met3                        85                 11           10.3
## kinds of logic after synthesis
family                     Yosys count
AOI/OAI and AO/OA                   52
xor gates and xnor gates            38
adders and majority gates         1779
buffers and inverters             1703
and+or+nand+nor                   1037
## timing repair
item	4_1_cts	5_1_grt
pin swaps	0	1
buffers inserted	0	1
setup endpoints to repair	5	10
gates resized	1	87
